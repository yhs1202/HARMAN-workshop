`design.v`:
```
module line_buf_ctrl_top #(
    parameter [5:0] VSW = 1,
    parameter [5:0] VBP = 1,
    parameter [5:0] VACT = 4,
    parameter [5:0] VFP = 1,
    parameter [5:0] HSW = 1,
    parameter [5:0] HBP = 2,
    parameter [5:0] HACT = 10,
    parameter [5:0] HFP = 2
) (
    input clk,
    input rstn,
    input       i_vsync,
    input       i_hsync,
    input       i_de,       
    input [9:0] i_r_data,
    input [9:0] i_g_data,
    input [9:0] i_b_data,
    output o_vsync,
    output o_hsync,
    output o_de,       
    output [9:0] o_r_data,
    output [9:0] o_g_data,
    output [9:0] o_b_data
);
  wire o_cs1, o_we1;
  wire [ 5:0] o_addr1;
  wire [29:0] o_din1;
  wire o_cs2, o_we2;
  wire [5:0] o_addr2;
  wire [29:0] o_din2;
  wire [29:0] sram1_dout;
  wire [29:0] sram2_dout;
  line_buf_ctrl u_line_buf_ctrl (
      .clk    (clk),
      .rst_n  (rstn),
      .i_vsync(i_vsync),
      .i_hsync(i_hsync),
      .i_de   (i_de),
      .i_red  (i_r_data),
      .i_green(i_g_data),
      .i_blue (i_b_data),
      .o_vsync(o_vsync),
      .o_hsync(o_hsync),
      .o_de   (o_de),
      .o_red  (o_r_data),
      .o_green(o_g_data),
      .o_blue (o_b_data),
      .o_cs1  (o_cs1),
      .o_we1  (o_we1),
      .o_addr1(o_addr1),
      .o_din1 (o_din1),
      .i_dout1(sram1_dout),
      .o_cs2  (o_cs2),
      .o_we2  (o_we2),
      .o_addr2(o_addr2),
      .o_din2 (o_din2),
      .i_dout2(sram2_dout)
  );
  single_port_ram u_ram1 (
      .clk(clk),
      .i_cs(o_cs1),
      .i_we(o_we1),
      .i_addr(o_addr1),
      .i_din(o_din1),
      .o_dout(sram1_dout)
  );
  single_port_ram u_ram2 (
      .clk(clk),
      .i_cs(o_cs2),
      .i_we(o_we2),
      .i_addr(o_addr2),
      .i_din(o_din2),
      .o_dout(sram2_dout)
  );
endmodule
module single_port_ram #(
    parameter ADDR_WIDTH = 6,
    parameter DATA_WIDTH = 30,
    parameter RAM_DEPTH  = 1 << ADDR_WIDTH
) (
    input                   clk,
    input                   i_cs,
    input                   i_we,
    input  [ADDR_WIDTH-1:0] i_addr,
    input  [DATA_WIDTH-1:0] i_din,
    output [DATA_WIDTH-1:0] o_dout
);
  reg [DATA_WIDTH-1:0]    r_mem   [0:RAM_DEPTH-1];
  reg [DATA_WIDTH-1:0]    r_tmp_data;
  assign o_dout = (i_cs && !i_we) ? r_tmp_data : 'b0;
  always @(posedge clk) begin
    if (i_cs && i_we) r_mem[i_addr] <= i_din;
  end
  always @(posedge clk) begin
    if (i_cs && !i_we) r_tmp_data <= r_mem[i_addr];
  end
endmodule
`timescale 1ns / 1ps
module line_buf_ctrl (
    input clk,
    input rst_n,
    input [5:0] VSW,
    input [5:0] VBP,
    input [5:0] VACT,
    input [5:0] VFP,
    input [5:0] HSW,
    input [5:0] HBP,
    input [5:0] HACT,
    input [5:0] HFP,
    input       i_vsync,
    input       i_hsync,
    input       i_de,        
    input [9:0] i_red,
    input [9:0] i_green,
    input [9:0] i_blue,
    output reg       o_vsync,
    output reg       o_hsync,
    output reg       o_de,   
    output reg [9:0] o_red,
    output reg [9:0] o_green,
    output reg [9:0] o_blue,
    output reg        o_cs1,
    output reg        o_we1,
    output reg [ 5:0] o_addr1,
    output reg [29:0] o_din1,
    input      [29:0] i_dout1,
    output reg        o_cs2,
    output reg        o_we2,
    output reg [ 5:0] o_addr2,
    output reg [29:0] o_din2,
    input      [29:0] i_dout2
);
  parameter ST_IDLE = 2'd0;
  parameter ST_FIRST_LINE = 2'd1;
  parameter ST_EVEN_LINE = 2'd2;
  parameter ST_ODD_LINE = 2'd3;
  reg [1:0] state, next_state;
  reg [15:0] line_cnt;
  reg i_de_d, i_vsync_d, i_hsync_d;
  reg o_hsync_d;
  wire vsync_rise = (~i_vsync_d & i_vsync);  
  wire line_start  = (~i_de_d & i_de);     
  wire o_line_start = (~o_hsync_d & o_hsync);
  wire line_end    = (i_de_d & ~i_de);     
  wire h_start = (~i_hsync_d & i_hsync);   
  reg line_start_d;
  reg line_end_d;
  reg o_line_start_d;
  always @(posedge clk or negedge rst_n) begin
    if (!rst_n) begin
      i_de_d    <= 0;
      i_vsync_d <= 0;
      i_hsync_d <= 0;
      o_hsync_d <= 0;
      line_start_d <= 0;
      line_end_d <= 0;
      o_line_start_d <= 0;
    end else begin
      i_de_d    <= i_de;
      i_vsync_d <= i_vsync;
      i_hsync_d <= i_hsync;
      o_hsync_d    <= o_hsync;
      line_start_d <= line_start;
      line_end_d <= line_end;
      o_line_start_d <= o_line_start;
    end
  end
  reg [15:0] h_cnt, v_cnt;
  reg [15:0] v_cnt_out;
  reg [15:0] h_cnt_out;
  always @(posedge clk or negedge rst_n) begin
    if (!rst_n) begin
      h_cnt <= 0;
      v_cnt <= 0;
    end else begin
      if (h_start) h_cnt <= 0;
      else h_cnt <= h_cnt + 1;
      if (vsync_rise) begin 
        v_cnt <= 0;
        h_cnt <= 0;
      end else if (h_start) v_cnt <= v_cnt + 1;
    end
  end
  wire [3:0] VTOT = VSW + VBP + VACT + VFP;   
  wire [3:0] HTOT = HSW + HBP + HACT + HFP;
  always @(*) begin
    if (v_cnt == 0) v_cnt_out = VTOT - 1;
    else v_cnt_out = v_cnt - 1;
    if (h_cnt == 0) h_cnt_out = HTOT - 1;
    else h_cnt_out = h_cnt - 1;
  end
  reg valid;
  reg prev_line_valid;
  reg [5:0] w_addr_cnt, r_addr_cnt;
  always @(posedge clk or negedge rst_n) begin
    if (!rst_n) begin
      state           <= ST_IDLE;
      line_cnt        <= 0;
      w_addr_cnt      <= 0;
      r_addr_cnt      <= 0;
      prev_line_valid <= 0;
      valid           <= 0;
    end else begin
      if (vsync_rise) begin
        state           <= ST_IDLE;
        line_cnt        <= 0;
        w_addr_cnt      <= 0;
        r_addr_cnt      <= 0;
        prev_line_valid <= 0;
        valid           <= 0;
      end else begin
        state <= next_state;
        if (line_end) begin
          prev_line_valid <= valid;
        end
        else if (line_start) begin
          line_cnt <= line_cnt + 1;
          w_addr_cnt <= 0;
          valid <= 0;
        end
        else if (o_line_start) begin
          r_addr_cnt <= 0;
          valid <= 0;
        end
        else if (i_de) begin
          w_addr_cnt <= w_addr_cnt + 1;
          valid <= 1;
        end
        if (o_de) begin
          r_addr_cnt <= r_addr_cnt + 1;
        end
      end
    end
  end
  always @(*) begin
    next_state = state;
    case (state)
      ST_IDLE: begin
        if (line_start) begin
          if (line_cnt == 0) next_state = ST_FIRST_LINE;
          else if (line_cnt[0] == 1'b0) next_state = ST_ODD_LINE;
          else next_state = ST_EVEN_LINE;
        end
        if (v_cnt_out == (VSW + VBP + VACT - 1)) begin
          next_state = (VACT == 1) ? ST_IDLE : (VACT % 2 == 1) ? ST_EVEN_LINE : ST_ODD_LINE;
        end
      end
      ST_FIRST_LINE, ST_ODD_LINE, ST_EVEN_LINE: if (line_end_d) next_state = ST_IDLE;
    endcase
  end
  reg rd_en, rd_en_d;
  reg rd_s1, rd_s2;
  wire is_read_only = (v_cnt_out == (VSW + VBP + VACT - 1)) && (h_cnt_out >= (HSW + HBP)) && (h_cnt_out < (HSW + HBP + HACT));
  reg o_cs1_raw, o_cs2_raw;  
  always @(*) begin
    o_cs1 = 0; o_we1 = 0;
    o_cs2 = 0; o_we2 = 0;
    o_cs1_raw = 0; o_cs2_raw = 0;
    o_addr1 = 0; o_addr2 = 0;
    rd_en = 0;
    rd_s1 = 0;
    rd_s2 = 0;
    case (state)
      ST_FIRST_LINE: begin
        if (i_de || i_de_d) begin
          o_cs1 = 1;
          o_we1 = 1;
          o_addr1 = w_addr_cnt;
          o_addr2 = 0;
        end
      end
      ST_EVEN_LINE: begin
        if (is_read_only) begin
            o_cs1 = 1; o_we1 = 0;
            rd_en = 1; rd_s1 = 1;
            o_addr1 = r_addr_cnt;
        end else begin
        if (i_de || i_de_d) begin
          o_cs2 = 1; o_we2 = 1;
          o_addr2 = w_addr_cnt;
        end
        if (valid || line_start_d) begin
          o_cs1 = 1; o_we1 = 0;
          rd_en = 1; rd_s1 = 1;
          o_addr1 = r_addr_cnt;
        end
      end
      end
      ST_ODD_LINE: begin
        if (is_read_only) begin
            o_cs2 = 1; o_we2 = 0;
            rd_en = 1; rd_s2 = 1;
            o_addr2 = r_addr_cnt;
        end else begin
        if (i_de || i_de_d) begin
          o_cs1 = 1; o_we1 = 1;
          o_addr1 = w_addr_cnt;
        end
        if (valid || line_start_d) begin
          o_cs2 = 1; o_we2 = 0;
          rd_en = 1; rd_s2 = 1;
          o_addr2 = r_addr_cnt;
        end
      end
      end
    endcase
  end
  always @(posedge clk or negedge rst_n) begin
    if (!rst_n) begin
      rd_en_d <= 0;
      o_din1  <= 0;
      o_din2  <= 0;
    end else begin
      rd_en_d <= rd_en;
      o_din1  <= {i_red, i_green, i_blue};
      o_din2  <= {i_red, i_green, i_blue};
    end
  end
  wire [29:0] w_dout = (rd_s1) ? i_dout1 : i_dout2;
  always @(*) begin
    o_de = (v_cnt_out >= (VSW + VBP)) &&
           (v_cnt_out <  (VSW + VBP + VACT)) &&
           (h_cnt_out >= (HSW + HBP)) &&
           (h_cnt_out <  (HSW + HBP + HACT));
    if (o_de) begin
      {o_red, o_green, o_blue} = w_dout;
    end else begin
      {o_red, o_green, o_blue} = 30'b0;
    end
  end
  reg vsync_line_cur;
  always @(posedge clk or negedge rst_n) begin
    if (!rst_n) begin
      o_vsync <= 0;
      o_hsync <= 0;
      vsync_line_cur <= 0;
    end else begin
    if (h_start) begin 
      vsync_line_cur <= i_vsync;
      o_vsync <= vsync_line_cur;
    end
    if (h_cnt == HTOT - 1) o_hsync <= 1;
    else o_hsync <= 0;
    end
  end
endmodule
```
`run.sh`:
```
#!/bin/bash
# OpenROAD 26Q1-2900-gdf79404cd8, Yosys 0.63+post, stock flow scripts
make -C /OpenROAD-flow-scripts/flow DESIGN_CONFIG=/design/flow/config.mk WORK_HOME=/design/flow/orfs finish
```
`config.mk`:
```
export PLATFORM = sky130hd
export DESIGN_NAME = line_buf_ctrl_top
export DESIGN_NICKNAME = line_buf_ctrl_top
export VERILOG_FILES = /design/flow/design.v
export SDC_FILE = /design/flow/constraint.sdc
export NUM_CORES = 4
export LEC_CHECK = 1
export CORE_AREA = 10 10 81 81
export DIE_AREA = 0 0 91 91
```
`constraint.sdc`:
```
current_design line_buf_ctrl_top

set clk_period 3.8
set clk_io_pct 0.2

create_clock -name clk0 -period $clk_period [get_ports {clk}]

set non_clock_inputs [all_inputs -no_clocks]
set_input_delay [expr $clk_period * $clk_io_pct] -clock clk0 $non_clock_inputs
set_output_delay [expr $clk_period * $clk_io_pct] -clock clk0 [all_outputs]
```
==> qor.csv <==
metric,value,unit
outcome,completed,
worst-endpoint-required,3.98,ns
synth-edff-count,0,
cts_sinks,21,
clockPowerShare,0.335,
die_width,91,um
number_of_global_route_vias_before_repair,824,
ys_types,30,
power-per-cell-area,333,nW/um^2
synth_cells,127,
hpwl,1690,um
maximum_number_of_pins_on_one_net_before_global_route_repair,22,
synth.cell_area,1240,sq um
cts_inserted_buffers,3,
netlist_top_cells_count,"buf_4, dfrtp_1, a21oi_1, nand3_1",
power.share.switching,0.229,
yosys_most_used_dff,dfrtp_1,
drt_pass1_iterations,3,
cts_tree,yes,
power.leakage,0.544,nW
synth.area.top_cells,"dfrtp_1, buf_4, a21oi_1",
clockRootBuffer,clkbuf_8,
port_buffers,5,
p_seq_frac,0.570,
worst_vdd_ir,0.306,mV
achievable-frequency,536,MHz
yosysTopAreaCellShare,0.425,
cts.hold.buffers_added,0,
insertion_delay,0.26,ns
min_from,u_line_buf_ctrl.h_cnt[0],
warning_count,56,
gr-usage-met3,0.0174,
grt_overflow,0,
clock_slew_at_reported_path_ffs,0.07,ns
rsz0062_at_grt,no,
use_met1,0.0748,
drc_viols,0,
fin_setup_tns,0,ns
comb_power_share,0.095,
timing.rr.start,u_line_buf_ctrl.h_cnt[0],
grt_pass1_wl,3910,um
critical_path_class,in -> reg,
yosysWarnings,50,
switchingPower,0.0984,mW
cts_buffer_depth,2,
number_of_antenna_violations_at_the_first_check_in_global_routing,0,
max_cap_violations,0,
drt-total-wl,2230,um
fp_util,0.257,
period_used_share,0.491,
critical_path.endpoint_type,flip-flop,
post-place-cells,195,
yosys.stat.chipArea,1240,sq um
synth_async_reset_ratio,1.00,
placement_rows,25,
timing.final.hold_violations,0,
setup.worst_path.start,i_hsync,
ff_latch_area,526,sq um
post_route_cells_drive_above_1_share,0.0833,
yosys.stat.seqShare,0.425,
worstPathMaxFanout,12,
post-synth-top-count-cell,buf_4,
holdCritPathClass,reg -> reg,
fp.dieH,91,um
groute.layer.met2.usage,0.0835,
postRouteAntennaNets,0,
report.final.setup_viol,0,
post-route-min-period,1.87,ns
yosys.area.top_type,dfrtp_1,
p_int,0.331,mW
wl_per_cell,11.2,um
top_usage_layer,met2,
comb_area,572,sq um
die-area,8280,sq um
finalWeightedCongestion,0.829,
cts_htree_levels,1,
post_layout_nonfiller_instances,199,
cp_data_arrival_time,2.04,ns
synth_area_per_cell,9.74,sq um
cp-start-kind,input port,
viasPerCell,3.97,
final-max-slew-violation-count,0,
top_level_ports,68,
drt_first_iter_violations,93,
numSynthFlops,21,
clock-skew-final,0.000989,ns
core_area,4820,sq um
areaGrowthSynthToFinish,4.04,%
post_cts_setup_buffer_count,0,
fillers,531,
post_cts_resize_count,0,
grtUsageTotal,0.0535,
via_count,791,
route.antenna.diode_count,0,
yosys-stat-cells,127,
-- kinds of logic (layout without fill, tap and decap cells) --
logic type / after synthesis / in the layout / share of synthesized area
and+or+nand+nor: 44 / 44 / 0.221
buffers and inverters: 36 / 11 / 0.204
DFF: 21 / 21 / 0.425
AOI/OAI and AO/OA: 16 / 16 / 0.0728
muxes: 5 / 5 / 0.0425
xor gates and xnor gates: 3 / 3 / 0.0212
adders and majority gates: 1 / 1 / 0.0101
other: 1 / 31 / 0.00303
-- through the flow --
stage	setup slack, ns	total power [mW]	util	hold slack [ns]	area (sq um)
3_3_place_gp	1.65	0.292	0.258	0.480	1240
4_1_cts	1.92	0.437	0.267	0.496	1290
3_5_place_dp	1.64	0.292	0.258	0.486	1240
5_1_grt	1.77	0.454	0.267	0.530	1290
6_report	1.93	0.429	0.267	0.495	1290
2_1_floorplan	2.21	0.292	-	0.454	1350
-- per-layer routing --
layer	vias to the layer above	wire length, um
met5	-	0
met4	0	9
met1	366	1190
met2	21	925
met3	2	105
li1	402	-
-- cell usage in the layout, fill, tap and decap left out, drive strengths merged, types with 2 or more instances in the layout --
| cell type | n |
|---|---|
| nor4 | 5 |
| clkbuf | 4 |
| a21oi | 8 |
| nand3 | 9 |
| xor2 | 2 |
| nand2 | 5 |
| o31ai | 4 |
| mux2i | 3 |
| nand4 | 4 |
| conb | 31 |
| dfrtp | 21 |
| nand2b | 2 |
| nand3b | 3 |
| o21ai | 4 |
| clkdlybuf4s50 | 5 |
| or3 | 4 |
| mux2 | 2 |
| nor2 | 4 |
| or4 | 4 |
-- power by group through the flow --
stage | registers, mW | logic [mW] | clock network, mW
after global routing | 0.247 | 0.0487 | 0.159
final | 0.245 | 0.0409 | 0.144
after CTS | 0.245 | 0.0432 | 0.150
-- path summary, 6_finish.rpt --
check / endpoint / slack (ns) / cells past startpoint
min: u_line_buf_ctrl.h_cnt[0] / 0.49 / 1
max: u_line_buf_ctrl.h_cnt[11] / 1.93 / 4
max reg2reg: u_line_buf_ctrl.h_cnt[12] / 2.18 / 4
min reg2reg: u_line_buf_ctrl.h_cnt[0] / 0.49 / 1
max in group asynchronous: u_line_buf_ctrl.h_cnt[13] / 2.74 / 2
min in group asynchronous: u_line_buf_ctrl.h_cnt[3] / 0.85 / 2
-- layout make-up --
cell class                 instances  share of cell area
timing repair buffer               6              0.0447
inverter                           1             0.00292
clock buffer                       4              0.0350
sequential                        21               0.408
tap                               67              0.0651
multi-input combinational        100               0.444
-- registers in the layout (all words and copies together), names as in the netlist --
name,flops
u_line_buf_ctrl.o_vsync,1
u_line_buf_ctrl.vsync_line_cur,1
u_line_buf_ctrl.h_cnt,16
u_line_buf_ctrl.i_vsync_d,1
u_line_buf_ctrl.i_hsync_d,1
u_line_buf_ctrl.o_hsync,1
-- critical path, stage by stage --
cell and delay, ns:
clkdlybuf4s50_1 0.42, nand2b_1 0.29, nand2_1 0.35, a21oi_1 0.22
Power and IR drop assume default switching activity.
