==> /design/flow/design.v <==
module fulladd10_en (
    input i_clk,
    input i_rstn,
    input i_enable,
    input [9:0] i_a,
    input [9:0] i_b,
    input i_cin,
    output reg o_valid,
    output reg [10:0] o_result
);
    wire [9:0] w_sum;
    wire w_cout;
    wire [8:0] w_c;  
    fulladd1 FA0(w_sum[0],w_c[0],i_a[0],i_b[0],i_cin );
    fulladd1 FA1(w_sum[1],w_c[1],i_a[1],i_b[1],w_c[0]);
    fulladd1 FA2(w_sum[2],w_c[2],i_a[2],i_b[2],w_c[1]);
    fulladd1 FA3(w_sum[3],w_c[3],i_a[3],i_b[3],w_c[2]);
    fulladd1 FA4(w_sum[4],w_c[4],i_a[4],i_b[4],w_c[3]);
    fulladd1 FA5(w_sum[5],w_c[5],i_a[5],i_b[5],w_c[4]);
    fulladd1 FA6(w_sum[6],w_c[6],i_a[6],i_b[6],w_c[5]);
    fulladd1 FA7(w_sum[7],w_c[7],i_a[7],i_b[7],w_c[6]);
    fulladd1 FA8(w_sum[8],w_c[8],i_a[8],i_b[8],w_c[7]);
    fulladd1 FA9(w_sum[9],w_cout,i_a[9],i_b[9],w_c[8]);
    always @(posedge i_clk, negedge i_rstn) begin
        if (!i_rstn) begin
            o_valid <= 1'b0;
            o_result <= 11'd0;
        end else if (i_enable) begin
            o_valid <= 1'b1;
            o_result <= {w_cout, w_sum[9:0]};
        end else begin
            o_valid <= 1'b0;
        end
    end
endmodule
module fulladd1 (
    output sum,
    output cout,
    input a,
    input b,
    input cin
);
    wire y0, y1, y2;
    xor (y0, a, b);
    xor (sum, y0, cin);
    and (y2, a, b);
    and (y1, y0, cin);
    or (cout, y1, y2);
endmodule
==> /design/flow/run.sh <==
#!/bin/bash
# OpenROAD 26Q1-2900-gdf79404cd8, Yosys 0.63+post, stock flow scripts
make -C /OpenROAD-flow-scripts/flow DESIGN_CONFIG=/design/flow/config.mk WORK_HOME=/design/flow/orfs finish
==> /design/flow/config.mk <==
export PLATFORM = sky130hd
export DESIGN_NAME = fulladd10_en
export DESIGN_NICKNAME = fulladd10_en
export VERILOG_FILES = /design/flow/design.v
export SDC_FILE = /design/flow/constraint.sdc
export NUM_CORES = 4
export LEC_CHECK = 1
export CORE_AREA = 10 10 81 81
export DIE_AREA = 0 0 91 91
==> /design/flow/constraint.sdc <==
current_design fulladd10_en

set clk_period 1.0
set clk_io_pct 0.2

create_clock -name clk0 -period $clk_period [get_ports {i_clk}]

set non_clock_inputs [all_inputs -no_clocks]
set_input_delay [expr $clk_period * $clk_io_pct] -clock clk0 $non_clock_inputs
set_output_delay [expr $clk_period * $clk_io_pct] -clock clk0 [all_outputs]
==> out/summary.rpt <==
DETAILED ROUTING
--------------------------------------------------------------------------------------------------------
Max Used Layer ............................................................................         met3
Routed length on met1 .....................................................................       785 um
Met3 routed WL ............................................................................       216 um
Routed wire length per instance ...........................................................     11.70 um
Vias/cell .................................................................................        3.032
DRC errors left ...........................................................................            0
Detailed Routing Iterations Pass 1 ........................................................            3
Count of inserted antenna diode cells .....................................................            0
Drt total wl ..............................................................................     1.825 mm
Antenna violation net count after detailed routing ........................................            0
Sum of met2 wire segment lengths after detailed routing ...................................       822 um
Violation count after the first detailed-routing iteration ................................            5
Via count .................................................................................          473

LAYOUT
--------------------------------------------------------------------------------------------------------
Proportion of layout cells with a drive suffix above 1 ....................................       56.18%
Area occupied by multi-input gates ........................................................   375.4 um^2
Final std cell area, no fill ..............................................................    1249 um^2
Layout filler cell count ..................................................................          518
Post-synthesis to final-layout area growth ................................................       87.95%
Total area of sequential cells ............................................................   300.3 um^2
Share of the core filled with cells .......................................................       25.92%

FINAL TIMING
--------------------------------------------------------------------------------------------------------
Unrepaired setup endpoints after global routing ...........................................          yes
Final-layout setup total negative slack ...................................................    -16.77 ns
Post-layout period usage ..................................................................       385.7%
Max Freq ..................................................................................    259.3 MHz
Clock period minus worst slack ............................................................     3.857 ns
Worst path setup slack after routing ......................................................    -2.857 ns
Skew final ................................................................................         0 ns
Final Max Slew Viols ......................................................................            0
Slew Limit Headroom .......................................................................       88.60%
Final number of setup-violating endpoints .................................................           10
Tightest Pin Transition ...................................................................    0.1709 ns
Count of final hold-check violations ......................................................            0

POWER
--------------------------------------------------------------------------------------------------------
Leakage Power .............................................................................    0.5504 nW
Worst IR drop on VDD ......................................................................     441.2 uV
Pwr dens .................................................................................. 1395 nW/um^2
Overall power of the completed layout .....................................................     1.742 mW

GLOBAL ROUTE
--------------------------------------------------------------------------------------------------------
Remaining Overflow, GRT ...................................................................            0
Via count of the first global-routing pass ................................................          600
Largest net degree at the start of global routing .........................................           13
Antenna violations before repair ..........................................................            0
Total global-route track usage ............................................................       4.831%
Wire length of the first global-routing pass ..............................................     3.153 mm

YOSYS
--------------------------------------------------------------------------------------------------------
Proportion of synthesized chip area in sequential cells ...................................       45.20%
Ys flops ..................................................................................           12
Per-instance average area after synthesis .................................................   17.04 um^2
Number of cells in the yosys synthesis report .............................................           39
Warnings, synthesis .......................................................................            1
Count of mapped cells out of synthesis ....................................................           39
Area of the mapped netlist ................................................................   664.4 um^2
Synthesis area per yosys ..................................................................   664.4 um^2
Post-synthesis cell type count ............................................................            8

CLOCK TREE
--------------------------------------------------------------------------------------------------------
TritonCTS Sinks ...........................................................................           12
Clk Latency, worst-skew pair ..............................................................      0.23 ns
CTS tree ..................................................................................         done
H-tree depth reported by CTS ..............................................................            1
Library cell used as clock root buffer .................................................... sky130_fd_sc_hd__clkbuf_8
Post-CTS clock slew at the launch and capture registers of the worst setup and hold paths .      0.05 ns
Total CTS buffers .........................................................................            3
Maximum clock path buffer count ...........................................................            2

PLACED DESIGN
--------------------------------------------------------------------------------------------------------
Total of buffers placed on input and output ports .........................................           35
Total placed instance area ................................................................    1187 um^2
Final weighted congestion in routability-driven placement .................................       0.6754
Detailed placement HPWL ...................................................................     1.538 mm
Pre-CTS WS ................................................................................    -3.538 ns

SETUP PATH
--------------------------------------------------------------------------------------------------------
Critical path capture point type ..........................................................    flip-flop
Cell with the biggest individual delay on the critical path ............................... sky130_fd_sc_hd__fa_1
CP max stage delay ........................................................................      0.42 ns
Buffer and inverter count on the worst path ...............................................            2
Cell seen most often among critical-path stages ........................................... sky130_fd_sc_hd__fa_2
Largest fanout on the critical path .......................................................            1
Data arrival time of the worst path .......................................................      4.03 ns
Reg2Reg Launch Point ...................................................................... o_result[6]$_DFFE_PN0P_
Startpoint Class ..........................................................................   input port
Setup Crit Path Kind ...................................................................... input port to flip-flop
Ordered cell list for the critical path ................................................... buf_6 > fa_2 > fa_2 > fa_2 > fa_2 > fa_2 > fa_2 > fa_2 > fa_2 > fa_2 > inv_2 > fa_1 > a21oi_2
Critical path's top delay family ..........................................................  adder cells
Required time of the critical path ........................................................      1.17 ns
Crit path launch ..........................................................................        i_cin

FLOORPLANNING
--------------------------------------------------------------------------------------------------------
Number of core rows .......................................................................           25
Floorplan Utilization .....................................................................       13.79%
Core Footprint ............................................................................    4817 um^2
Die Size ..................................................................................    8281 um^2
Die x size ................................................................................        91 um
Floorplan die height ......................................................................        91 um
Num ports .................................................................................           36

RUN STATUS
--------------------------------------------------------------------------------------------------------
Run status ................................................................................ finished with violations
Violated checks ........................................................................... negative setup slack

FLOW RUN
--------------------------------------------------------------------------------------------------------
Max-cap viol count ........................................................................            0
Tool Warnings .............................................................................           28

MIN PATH
--------------------------------------------------------------------------------------------------------
Worst hold path type ...................................................................... input port to async pin

## cell usage in the layout (no fill, tap or decap), types with 2 or more instances in the layout
cell / count
sky130_fd_sc_hd__mux2_4: 8
sky130_fd_sc_hd__buf_4: 9
sky130_fd_sc_hd__dfrtp_1: 12
sky130_fd_sc_hd__inv_1: 2
sky130_fd_sc_hd__buf_12: 2
sky130_fd_sc_hd__fa_2: 9
sky130_fd_sc_hd__clkbuf_8: 4
sky130_fd_sc_hd__buf_2: 11
sky130_fd_sc_hd__dlygate4sd2_1: 3
sky130_fd_sc_hd__clkbuf_2: 2
sky130_fd_sc_hd__clkdlybuf4s50_1: 17
sky130_fd_sc_hd__nor2_1: 2
## worst reg2reg max path, cell delays in order (launching register included)
cell	delay, ns
sky130_fd_sc_hd__dfrtp_1	0.38
sky130_fd_sc_hd__buf_4	0.13
sky130_fd_sc_hd__buf_4	0.12
sky130_fd_sc_hd__mux2_4	0.25
## through the flow
| step | hold WS [ns] | std cells |
|---|---|---|
| after CTS | 0.2862 | 156 |
| after detailed placement | 0.4948 | 147 |
| final | 0.2868 | 156 |
| after global placement | 0.4892 | 147 |
| after global routing | 0.2861 | 156 |
| after floorplan | -0.09559 | 39 |
## synth_stat cells (all sizes together)
cell type	number	area share (%)
inv	3	1.7
fa	10	30
dfrtp	12	45
buf	1	1.7
mux2	9	19
nor2	2	1.1
a21oi	2	1.5
## final timing paths
| path | endpoint | slack, ns | cells after the start |
|---|---|---|---|
| worst max-delay path | o_result[9]$_DFFE_PN0P_ | -2.86 | 13 |
| worst min-delay path | o_result[4]$_DFFE_PN0P_ | 0.29 | 2 |
| worst max register to register | o_result[6]$_DFFE_PN0P_ | 0.01 | 3 |
| worst min register to register | o_result[0]$_DFFE_PN0P_ | 0.50 | 1 |
| max in group asynchronous | o_result[1]$_DFFE_PN0P_ | 0.61 | 2 |
| min in group clk0 | o_result[0]$_DFFE_PN0P_ | 0.39 | 3 |
## cell type report
type	count	area share, %
inverters	3	0.9018
well taps	67	6.713
repair buffers	47	33.87
flip-flops and latches	12	24.05
clock buffers	4	4.409
multi-input cells	23	30.06
## flip-flops by register name, summed over array words and instances, names as in the netlist
name and count:
o_result 11, o_valid 1
## power breakdown
part | internal, mW | switching (mW) | leakage [nW]
Clock | 0.347 | 0.167 | 0.0288
Sequential | 0.588 | 0.0477 | 0.139
Combinational | 0.426 | 0.166 | 0.382
Total | 1.36 | 0.380 | 0.550
## cells by family (layout without fill, tap and decap cells)
group,after synthesis,after routing,share of synthesized area [%]
mux,9,9,18.64
simple gates,2,2,1.130
fa+ha+maj,10,10,30.13
flops,12,12,45.20
compound gates,2,2,1.507
buf+inv,4,54,3.390
## routing by layer
layer	global-route usage, %	up-vias
met1	5.888	220
met2	7.578	27
met3	2.988	0
li1	-	226
met5	0	-
met4	0.1305	0
## what timing repair did
item | in CTS | in global routing
setup endpoints to repair | 23 | 12
pin swaps | 11 | 9
hold buffers | 0 | 0
cloned | 1 | 0
gates resized | 54 | 3
setup buffers | 4 | 0
Power is estimated from default activity; no workload was simulated.
