$ cat ./constraint.sdc
current_design scaler_top

set clk_period 23.9
set clk_io_pct 0.2

create_clock -name clk0 -period $clk_period [get_ports {clk}]

set non_clock_inputs [all_inputs -no_clocks]
set_input_delay [expr $clk_period * $clk_io_pct] -clock clk0 $non_clock_inputs
set_output_delay [expr $clk_period * $clk_io_pct] -clock clk0 [all_outputs]
$ cat ./design.v
module line_buf_ctrl_top #(
    parameter [5:0] VSW = 1,
    parameter [5:0] VBP = 1,
    parameter [5:0] VACT = 4,
    parameter [5:0] VFP = 1,
    parameter [5:0] HSW = 1,
    parameter [5:0] HBP = 2,
    parameter [5:0] HACT = 10,
    parameter [5:0] HFP = 2
) (
    input clk,
    input rstn,
    input       i_vsync,
    input       i_hsync,
    input       i_de,       
    input [9:0] i_r_data,
    input [9:0] i_g_data,
    input [9:0] i_b_data,
    output o_vsync,
    output o_hsync,
    output o_de,       
    output [9:0] o_r_data,
    output [9:0] o_g_data,
    output [9:0] o_b_data
);
  wire o_cs1, o_we1;
  wire [ 5:0] o_addr1;
  wire [29:0] o_din1;
  wire o_cs2, o_we2;
  wire [5:0] o_addr2;
  wire [29:0] o_din2;
  wire [29:0] sram1_dout;
  wire [29:0] sram2_dout;
  line_buf_ctrl u_line_buf_ctrl (
      .clk    (clk),
      .rst_n  (rstn),
      .i_vsync(i_vsync),
      .i_hsync(i_hsync),
      .i_de   (i_de),
      .i_red  (i_r_data),
      .i_green(i_g_data),
      .i_blue (i_b_data),
      .o_vsync(o_vsync),
      .o_hsync(o_hsync),
      .o_de   (o_de),
      .o_red  (o_r_data),
      .o_green(o_g_data),
      .o_blue (o_b_data),
      .o_cs1  (o_cs1),
      .o_we1  (o_we1),
      .o_addr1(o_addr1),
      .o_din1 (o_din1),
      .i_dout1(sram1_dout),
      .o_cs2  (o_cs2),
      .o_we2  (o_we2),
      .o_addr2(o_addr2),
      .o_din2 (o_din2),
      .i_dout2(sram2_dout)
  );
  single_port_ram u_ram1 (
      .clk(clk),
      .i_cs(o_cs1),
      .i_we(o_we1),
      .i_addr(o_addr1),
      .i_din(o_din1),
      .o_dout(sram1_dout)
  );
  single_port_ram u_ram2 (
      .clk(clk),
      .i_cs(o_cs2),
      .i_we(o_we2),
      .i_addr(o_addr2),
      .i_din(o_din2),
      .o_dout(sram2_dout)
  );
endmodule
module single_port_ram #(
    parameter ADDR_WIDTH = 6,
    parameter DATA_WIDTH = 30,
    parameter RAM_DEPTH  = 1 << ADDR_WIDTH
) (
    input                   clk,
    input                   i_cs,
    input                   i_we,
    input  [ADDR_WIDTH-1:0] i_addr,
    input  [DATA_WIDTH-1:0] i_din,
    output [DATA_WIDTH-1:0] o_dout
);
  reg [DATA_WIDTH-1:0]    r_mem   [0:RAM_DEPTH-1];
  reg [DATA_WIDTH-1:0]    r_tmp_data;
  assign o_dout = (i_cs && !i_we) ? r_tmp_data : 'b0;
  always @(posedge clk) begin
    if (i_cs && i_we) r_mem[i_addr] <= i_din;
  end
  always @(posedge clk) begin
    if (i_cs && !i_we) r_tmp_data <= r_mem[i_addr];
  end
endmodule
`timescale 1ns / 1ps
module line_buf_ctrl (
    input clk,
    input rst_n,
    input [5:0] VSW,
    input [5:0] VBP,
    input [5:0] VACT,
    input [5:0] VFP,
    input [5:0] HSW,
    input [5:0] HBP,
    input [5:0] HACT,
    input [5:0] HFP,
    input       i_vsync,
    input       i_hsync,
    input       i_de,        
    input [9:0] i_red,
    input [9:0] i_green,
    input [9:0] i_blue,
    output reg       o_vsync,
    output reg       o_hsync,
    output reg       o_de,   
    output reg [9:0] o_red,
    output reg [9:0] o_green,
    output reg [9:0] o_blue,
    output reg        o_cs1,
    output reg        o_we1,
    output reg [ 5:0] o_addr1,
    output reg [29:0] o_din1,
    input      [29:0] i_dout1,
    output reg        o_cs2,
    output reg        o_we2,
    output reg [ 5:0] o_addr2,
    output reg [29:0] o_din2,
    input      [29:0] i_dout2
);
  parameter ST_IDLE = 2'd0;
  parameter ST_FIRST_LINE = 2'd1;
  parameter ST_EVEN_LINE = 2'd2;
  parameter ST_ODD_LINE = 2'd3;
  reg [1:0] state, next_state;
  reg [15:0] line_cnt;
  reg i_de_d, i_vsync_d, i_hsync_d;
  reg o_hsync_d;
  wire vsync_rise = (~i_vsync_d & i_vsync);  
  wire line_start  = (~i_de_d & i_de);     
  wire o_line_start = (~o_hsync_d & o_hsync);
  wire line_end    = (i_de_d & ~i_de);     
  wire h_start = (~i_hsync_d & i_hsync);   
  reg line_start_d;
  reg line_end_d;
  reg o_line_start_d;
  always @(posedge clk or negedge rst_n) begin
    if (!rst_n) begin
      i_de_d    <= 0;
      i_vsync_d <= 0;
      i_hsync_d <= 0;
      o_hsync_d <= 0;
      line_start_d <= 0;
      line_end_d <= 0;
      o_line_start_d <= 0;
    end else begin
      i_de_d    <= i_de;
      i_vsync_d <= i_vsync;
      i_hsync_d <= i_hsync;
      o_hsync_d    <= o_hsync;
      line_start_d <= line_start;
      line_end_d <= line_end;
      o_line_start_d <= o_line_start;
    end
  end
  reg [15:0] h_cnt, v_cnt;
  reg [15:0] v_cnt_out;
  reg [15:0] h_cnt_out;
  always @(posedge clk or negedge rst_n) begin
    if (!rst_n) begin
      h_cnt <= 0;
      v_cnt <= 0;
    end else begin
      if (h_start) h_cnt <= 0;
      else h_cnt <= h_cnt + 1;
      if (vsync_rise) begin 
        v_cnt <= 0;
        h_cnt <= 0;
      end else if (h_start) v_cnt <= v_cnt + 1;
    end
  end
  wire [3:0] VTOT = VSW + VBP + VACT + VFP;   
  wire [3:0] HTOT = HSW + HBP + HACT + HFP;
  always @(*) begin
    if (v_cnt == 0) v_cnt_out = VTOT - 1;
    else v_cnt_out = v_cnt - 1;
    if (h_cnt == 0) h_cnt_out = HTOT - 1;
    else h_cnt_out = h_cnt - 1;
  end
  reg valid;
  reg prev_line_valid;
  reg [5:0] w_addr_cnt, r_addr_cnt;
  always @(posedge clk or negedge rst_n) begin
    if (!rst_n) begin
      state           <= ST_IDLE;
      line_cnt        <= 0;
      w_addr_cnt      <= 0;
      r_addr_cnt      <= 0;
      prev_line_valid <= 0;
      valid           <= 0;
    end else begin
      if (vsync_rise) begin
        state           <= ST_IDLE;
        line_cnt        <= 0;
        w_addr_cnt      <= 0;
        r_addr_cnt      <= 0;
        prev_line_valid <= 0;
        valid           <= 0;
      end else begin
        state <= next_state;
        if (line_end) begin
          prev_line_valid <= valid;
        end
        else if (line_start) begin
          line_cnt <= line_cnt + 1;
          w_addr_cnt <= 0;
          valid <= 0;
        end
        else if (o_line_start) begin
          r_addr_cnt <= 0;
          valid <= 0;
        end
        else if (i_de) begin
          w_addr_cnt <= w_addr_cnt + 1;
          valid <= 1;
        end
        if (o_de) begin
          r_addr_cnt <= r_addr_cnt + 1;
        end
      end
    end
  end
  always @(*) begin
    next_state = state;
    case (state)
      ST_IDLE: begin
        if (line_start) begin
          if (line_cnt == 0) next_state = ST_FIRST_LINE;
          else if (line_cnt[0] == 1'b0) next_state = ST_ODD_LINE;
          else next_state = ST_EVEN_LINE;
        end
        if (v_cnt_out == (VSW + VBP + VACT - 1)) begin
          next_state = (VACT == 1) ? ST_IDLE : (VACT % 2 == 1) ? ST_EVEN_LINE : ST_ODD_LINE;
        end
      end
      ST_FIRST_LINE, ST_ODD_LINE, ST_EVEN_LINE: if (line_end_d) next_state = ST_IDLE;
    endcase
  end
  reg rd_en, rd_en_d;
  reg rd_s1, rd_s2;
  wire is_read_only = (v_cnt_out == (VSW + VBP + VACT - 1)) && (h_cnt_out >= (HSW + HBP)) && (h_cnt_out < (HSW + HBP + HACT));
  reg o_cs1_raw, o_cs2_raw;  
  always @(*) begin
    o_cs1 = 0; o_we1 = 0;
    o_cs2 = 0; o_we2 = 0;
    o_cs1_raw = 0; o_cs2_raw = 0;
    o_addr1 = 0; o_addr2 = 0;
    rd_en = 0;
    rd_s1 = 0;
    rd_s2 = 0;
    case (state)
      ST_FIRST_LINE: begin
        if (i_de || i_de_d) begin
          o_cs1 = 1;
          o_we1 = 1;
          o_addr1 = w_addr_cnt;
          o_addr2 = 0;
        end
      end
      ST_EVEN_LINE: begin
        if (is_read_only) begin
            o_cs1 = 1; o_we1 = 0;
            rd_en = 1; rd_s1 = 1;
            o_addr1 = r_addr_cnt;
        end else begin
        if (i_de || i_de_d) begin
          o_cs2 = 1; o_we2 = 1;
          o_addr2 = w_addr_cnt;
        end
        if (valid || line_start_d) begin
          o_cs1 = 1; o_we1 = 0;
          rd_en = 1; rd_s1 = 1;
          o_addr1 = r_addr_cnt;
        end
      end
      end
      ST_ODD_LINE: begin
        if (is_read_only) begin
            o_cs2 = 1; o_we2 = 0;
            rd_en = 1; rd_s2 = 1;
            o_addr2 = r_addr_cnt;
        end else begin
        if (i_de || i_de_d) begin
          o_cs1 = 1; o_we1 = 1;
          o_addr1 = w_addr_cnt;
        end
        if (valid || line_start_d) begin
          o_cs2 = 1; o_we2 = 0;
          rd_en = 1; rd_s2 = 1;
          o_addr2 = r_addr_cnt;
        end
      end
      end
    endcase
  end
  always @(posedge clk or negedge rst_n) begin
    if (!rst_n) begin
      rd_en_d <= 0;
      o_din1  <= 0;
      o_din2  <= 0;
    end else begin
      rd_en_d <= rd_en;
      o_din1  <= {i_red, i_green, i_blue};
      o_din2  <= {i_red, i_green, i_blue};
    end
  end
  wire [29:0] w_dout = (rd_s1) ? i_dout1 : i_dout2;
  always @(*) begin
    o_de = (v_cnt_out >= (VSW + VBP)) &&
           (v_cnt_out <  (VSW + VBP + VACT)) &&
           (h_cnt_out >= (HSW + HBP)) &&
           (h_cnt_out <  (HSW + HBP + HACT));
    if (o_de) begin
      {o_red, o_green, o_blue} = w_dout;
    end else begin
      {o_red, o_green, o_blue} = 30'b0;
    end
  end
  reg vsync_line_cur;
  always @(posedge clk or negedge rst_n) begin
    if (!rst_n) begin
      o_vsync <= 0;
      o_hsync <= 0;
      vsync_line_cur <= 0;
    end else begin
    if (h_start) begin 
      vsync_line_cur <= i_vsync;
      o_vsync <= vsync_line_cur;
    end
    if (h_cnt == HTOT - 1) o_hsync <= 1;
    else o_hsync <= 0;
    end
  end
endmodule
module scaler_top #(
    parameter [5:0] VSW = 1,
    parameter [5:0] VBP = 1,
    parameter [5:0] VACT = 4,
    parameter [5:0] VFP = 1,
    parameter [5:0] HSW = 1,
    parameter [5:0] HBP = 2,
    parameter [5:0] HACT = 10,
    parameter [5:0] HFP = 2
) (
    input clk,
    input rstn,
    input       i_vsync,
    input       i_hsync,
    input       i_de,       
    input [9:0] i_r_data,
    input [9:0] i_g_data,
    input [9:0] i_b_data,
    output o_vsync,
    output o_hsync,
    output o_de,       
    output [9:0] o_r_data,
    output [9:0] o_g_data,
    output [9:0] o_b_data
);
  wire o_cs1, o_we1;
  wire [ 5:0] o_addr1;
  wire [29:0] o_din1;
  wire o_cs2, o_we2;
  wire [5:0] o_addr2;
  wire [29:0] o_din2;
  wire [29:0] sram1_dout;
  wire [29:0] sram2_dout;
  localparam [1:0] SCALE_MODE = 2'b01;  
  line_buf_ctrl u_line_buf_ctrl (
      .clk    (clk),
      .rst_n  (rstn),
        .VSW (VSW),
        .VBP (VBP),
        .VACT(VACT),
        .VFP (VFP),
        .HSW (HSW),
        .HBP (HBP),
        .HACT(HACT),
        .HFP (HFP),
      .i_vsync(i_vsync),
      .i_hsync(i_hsync),
      .i_de   (i_de),
      .i_red  (i_r_data),
      .i_green(i_g_data),
      .i_blue (i_b_data),
      .o_vsync(o_vsync),
      .o_hsync(o_hsync),
      .o_de   (o_de),
      .o_red  (o_r_data),
      .o_green(o_g_data),
      .o_blue (o_b_data),
      .o_cs1  (o_cs1),
      .o_we1  (o_we1),
      .o_addr1(o_addr1),
      .o_din1 (o_din1),
      .i_dout1(sram1_dout),
      .o_cs2  (o_cs2),
      .o_we2  (o_we2),
      .o_addr2(o_addr2),
      .o_din2 (o_din2),
      .i_dout2(sram2_dout)
  );
  single_port_ram u_ram1 (
      .clk(clk),
      .i_cs(o_cs1),
      .i_we(o_we1),
      .i_addr(o_addr1),
      .i_din(o_din1),
      .o_dout(sram1_dout)
  );
  single_port_ram u_ram2 (
      .clk(clk),
      .i_cs(o_cs2),
      .i_we(o_we2),
      .i_addr(o_addr2),
      .i_din(o_din2),
      .o_dout(sram2_dout)
  );
endmodule
$ cat ./config.mk
export PLATFORM = sky130hd
export DESIGN_NAME = scaler_top
export DESIGN_NICKNAME = scaler_top
export VERILOG_FILES = /design/flow/design.v
export SDC_FILE = /design/flow/constraint.sdc
export NUM_CORES = 4
export LEC_CHECK = 1
export CORE_UTILIZATION = 30
$ cat ./run.sh
#!/bin/bash
# OpenROAD 26Q1-2900-gdf79404cd8, Yosys 0.63+post, stock flow scripts
make -C /OpenROAD-flow-scripts/flow DESIGN_CONFIG=/design/flow/config.mk WORK_HOME=/design/flow/orfs finish
==> metrics.cfg <==
[synthesis]
avgSynthCellArea_um2=15.9
yosys_warnings=2
edf_count=3900
synthCells=9455
ff_type=edfxtp_1
yosysSeqAreaShare_pct=79.4
ys_area_um2=151000
syn-cell-area_um2=151000
synthArstFlopShare_pct=2.60
synth_flop_count=4004
ys_cells=9455
ys_types=90

[setup_path]
crit_path_end_kind=output pin
crit_type=input pin to output pin
arrival_ns=7.99
critical_path.startpoint_type=input pin
crit_fanout=26
reg2reg_depth=18
cp.required_ns=19.12

[drt]
vias=91800
viasPerCell=5.47
wl_per_cell_um=31.0
drc_errors=0
drt_pass1_iterations=6
drtIter0Drc=7335
ant_nets=0
drt-total-wl_um=519000

[layout]
syn2layout_area_growth_pct=15.8
drive_above_1_share_pct=12.9
most-common-layout-cells=edfxtp_1, nand2_1, a21oi_1, buf_4, a22oi_1
final_common_cell=edfxtp_1
n_fill_cell=45900
fin_area_um2=175000

[cts]
cts_root_buffer=clkbuf_16
cts_resized=0
ctsLongestPathBuffers=4
postCtsSetupRepairBufs=0
cts.clk_slew.worst_paths_ns=0.06
cts_tree=done
clock_sinks=4004
clkLatencyLatePin_ns=0.98
cts_hold_buf=0
htree_levels=5
cts_buffers=380

[grt]
grtUsageTotal_pct=21.5
grt_pass1_wl_um=721000
grt_overflow_total=0
antenna_found_initial=40
grt_pass1_vias=93800
grt_max_degree=87

[min_path]
min_path_type=flop to flop
worstHoldPathCells=1

[pwr]
fin_total_pwr_mw=14.3
ir_drop_mv=0.0577
powerDensity_nw_per_um2=82.1
p_leak_nw=53.5

[timing]
slew_headroom_pct=19.4
fin_ws_ns=11.13
tightest_slew_ns=1.20
finalSetupTns_ns=0
period_needed_ns=12.77
fin_skew_ns=0.0627
maxSlewViolCount=0
timing.fmax_ghz=0.0783
rsz0062_at_grt=no
finalHoldViolations=0
setup_viol=0
timing.final.crit_share_pct=53.4

[run]
max_cap_viol_count=0
warning_count=32

[floorplanning]
die_w_um=711
die_h_um=711
core.rowCount=259
fp-utilization_pct=30.2
core-area_um2=499000
die_area_um2=505000
ioPinCount=68

[placed_design]
hpwl_um=299000
port_buffers=67
place.gp.congestion=0.954
postPlaceCellArea_um2=163000
dpl_worst_slack_ns=11.21

[run_status]
status=complete, no violations

## layer usage
metal	share of wire, %	global-route usage, %
met4	6.4	10.6
met2	43	30.3
met5	0.45	3.92
met3	20	19.6
met1	30	21.1
## final cells by class
class | instances | area [µm²] | area share [%]
diodes | 28 | 70.1 | 0.0401
inverters | 18 | 67.6 | 0.0387
well taps | 6655 | 8330 | 4.77
clock buffers | 476 | 10100 | 5.81
flip-flops and latches | 4004 | 120000 | 68.6
multi-input cells | 4794 | 29700 | 17.0
clock inverters | 202 | 1660 | 0.952
repair buffers | 590 | 4800 | 2.75
## kinds of logic after synthesis
group / synth area share [%]
flip-flops: 79.4
AND-OR/OR-AND: 12.2
AND/OR/NAND/NOR: 5.53
buffers and inverters: 1.85
multiplexers: 0.695
XOR/XNOR: 0.227
adder cells (fa/ha/maj): 0.0913
## power breakdown
part / internal [mW] / switching, mW
sequential: 7.74 / 0.0727
combinational: 0.168 / 0.497
clock: 3.26 / 2.59
total: 11.2 / 3.16
## flip-flops by register name, summed over array words and instances, names as in the netlist, 4 cells and up
name / count
u_ram1.r_tmp_data: 30
u_line_buf_ctrl.o_din1: 30
u_line_buf_ctrl.h_cnt: 16
u_line_buf_ctrl.r_addr_cnt: 6
u_ram2.r_mem: 1920
u_ram2.r_tmp_data: 30
u_line_buf_ctrl.w_addr_cnt: 6
u_ram1.r_mem: 1920
u_line_buf_ctrl.v_cnt: 16
u_line_buf_ctrl.line_cnt: 16
u_line_buf_ctrl.state: 4
## final timing paths
check	from	to	slack (ns)
setup / recovery	i_de	o_b_data[0]	11.13
hold / removal	u_line_buf_ctrl.vsync_line_cur	u_line_buf_ctrl.o_vsync	0.51
setup reg to reg	u_line_buf_ctrl.h_cnt[0]	u_ram1.r_tmp_data[20]	15.96
hold reg to reg	u_line_buf_ctrl.vsync_line_cur	u_line_buf_ctrl.o_vsync	0.51
max in group asynchronous	rstn	u_line_buf_ctrl.o_din1[24]	19.17
min in group asynchronous	rstn	u_line_buf_ctrl.o_din1[26]	3.74
## cells in the mapped netlist (all sizes together), types with 9 or more instances
library cell     n  area, µm²
a2111oi         13        126
a211oi          33        248
a21o             9       67.6
a21oi          781       3910
a221o           76        761
a221oi         363       3180
a222oi         130       1300
a22o            78        683
a22oi          414       3120
a31oi          370       2310
a32o             9       90.1
a32oi           26        254
and2             9       56.3
and3            22        138
buf            307       1470
clkbuf         332       1250
dfrtp          103       2580
edfxtp        3900     117000
ha              11        138
inv             18       67.6
mux2i           99        991
nand2         1320       4960
nand3           94        475
nand4           45        282
nor2           292       1100
nor2b           13       81.3
nor3            48        267
nor4            76        505
o211ai          35        263
o21ai          163        816
o221ai           9       78.8
o22ai           68        432
or3             23        144
or4             12       90.1
xnor2           10       87.6
xor2            29        254
## worst max-delay path: stages
cell	delay, ns
clkdlybuf4s50_1	0.48
buf_4	0.27
o21a_1	0.25
a21boi_4	0.15
buf_4	0.27
nor3_2	0.57
buf_4	0.38
a22oi_1	0.17
nor2_1	0.17
clkdlybuf4s50_1	0.48
## metrics by stage
step / std cells / hold WS (ns) / util (%)
2_1_floorplan: 9455 / 0.368 / -
3_3_place_gp: 16100 / 0.486 / 32.6
3_5_place_dp: 16100 / 0.495 / 32.6
4_1_cts: 16700 / 0.509 / 35.0
5_1_grt: 16800 / 0.533 / 35.0
6_report: 16800 / 0.512 / 35.0
Power and IR drop assume default switching activity.
